### run.sh
#!/bin/bash
# OpenROAD 26Q1-2900-gdf79404cd8, Yosys 0.63+post, stock flow scripts
make -C /OpenROAD-flow-scripts/flow DESIGN_CONFIG=/design/flow/config.mk WORK_HOME=/design/flow/orfs finish
### design.v
module MEM_WB (clk, rst, MEMWB_InMemReadData, MEMWB_InALUResult, MEMWB_InRegWriteAdr, 
				MEMWB_InMemtoReg, MEMWB_InRegWrite, 
				MEMWB_OutMemReadData, MEMWB_OutALUResult, MEMWB_OutRegWriteAdr, 
				MEMWB_OutMemtoReg, MEMWB_OutRegWrite, 
				MEMWB_WriteEn );
	input				clk;
	input				rst;
	input [31:0]		MEMWB_InMemReadData;
	input [31:0]		MEMWB_InALUResult;
	input [4:0]			MEMWB_InRegWriteAdr;
	input				MEMWB_InMemtoReg;		 
	input				MEMWB_InRegWrite;		 
	input				MEMWB_WriteEn;
	output reg [31:0]	MEMWB_OutMemReadData;
	output reg [31:0]	MEMWB_OutALUResult;
	output reg [4:0]	MEMWB_OutRegWriteAdr;
	output reg			MEMWB_OutMemtoReg;		 
	output reg			MEMWB_OutRegWrite;		 
	always @(posedge clk or posedge rst) begin
		if ( rst ) begin
			MEMWB_OutMemReadData = 32'd0;
			MEMWB_OutALUResult = 32'd0;
			MEMWB_OutRegWriteAdr = 5'd0;
			MEMWB_OutMemtoReg = 1'd0;
			MEMWB_OutRegWrite = 1'd0;
		end	 
		else begin
			if ( MEMWB_WriteEn ) begin
				MEMWB_OutMemReadData = MEMWB_InMemReadData;
				MEMWB_OutALUResult = MEMWB_InALUResult;
				MEMWB_OutRegWriteAdr = MEMWB_InRegWriteAdr;
				MEMWB_OutMemtoReg = MEMWB_InMemtoReg;
				MEMWB_OutRegWrite = MEMWB_InRegWrite;
			end	 
		end	 
	end	 
endmodule
### config.mk
export PLATFORM = sky130hd
export DESIGN_NAME = MEM_WB
export DESIGN_NICKNAME = MEM_WB
export VERILOG_FILES = /design/flow/design.v
export SDC_FILE = /design/flow/constraint.sdc
export NUM_CORES = 4
export LEC_CHECK = 1
export CORE_UTILIZATION = 50
### constraint.sdc
current_design MEM_WB

set clk_period 1.0
set clk_io_pct 0.2

create_clock -name clk0 -period $clk_period [get_ports {clk}]

set non_clock_inputs [all_inputs -no_clocks]
set_input_delay [expr $clk_period * $clk_io_pct] -clock clk0 $non_clock_inputs
set_output_delay [expr $clk_period * $clk_io_pct] -clock clk0 [all_outputs]
==> run summary <==
Synthesis and PnR results.

- The final critical-path share of the clock period reads 107%.
- The number of global-route vias before repair was 1931.
- The worst setup path is launched from a register.
- According to the floorplan report, the placeable core area is 5640 µm².
- Per the timing report, the most critical flop-to-flop path originates at MEMWB_OutMemReadData[30].
- After global routing the overflow that remains totals 0.
- The slowest cell on the critical path is dfrtp_1.
- The synth_stat.txt file lists the number of cells as 151.
- The combinational power share reads 19.9%.
- The initial antenna violation count was 0.
- The area share of the largest cell type after synthesis reads 59.3%.
- The port buffer count is 144.
- Using the TritonRoute via totals, the vias-per-cell ratio works out to 4.69.
- The number of enable-type register cells in the synthesized netlist reads 0.
- The run finished, with violations left.
- The number of vias in the routed layout reads 1907.
- The number of fill cells is 355.
- The final reports fail on negative setup slack.
- The total clock buffers created by CTS reads 9.
- The multi-input combinational cell area is 1060 µm².
- The first global-routing pass estimated 10600 µm of wire.
- The area overhead of the layout relative to synthesis reads 50.9%.
- The number of warnings reported in the yosys synthesis log is 1.
- Global routing used 7.77% of the available met3 tracks.
- The cell sequence reported for the critical path is buf_2.
- The number of max-slew violations in the final report is 0.
- The source-to-sink clock delay at the later pin of the worst-skew pair reads 0.33 ns.
- The count of hold-fix buffers inserted at cts is 0.
- The global-route usage over all layers reads 23.8%.
- The smallest hold slack is 0.282 ns.
- After synthesis, the share of flip-flops with an asynchronous set or reset is 100%.
- The pre-placement core utilization reads 53.1%.
- The number of clock sinks came to 71.
- Sequential cells account for 48.3% of the total power.
- The synthesized netlist has a Yosys-reported chip area of 2990 µm².
- The commonest register cell after synthesis is dfrtp_1.
- The class of the worst hold path is in -> async.
- The cell count after synthesis reads 151.
- The global routing stage identified its most utilized layer as met1.
- The count of nets left with antenna violations after detail routing reads 0.
- The largest area contributor in the netlist is dfrtp_1.
- The largest driver fanout on the critical path reads 2.
- The diode insertion count for antenna repair is 0.
- The power density of the placed cells is 1520 nW/µm².
- The OpenROAD report gives the critical path a required time of 0.80 ns.
- The number of storage elements in the synthesis netlist reads 71.
- Pin placement for this block handled 145 I/O pins.
- Across all stage logs, warnings added up to 28.
- The data arrival at the endpoint of the critical path reads 0.87 ns.
- The maximum clock path buffer count is 2.
- The height of the chip is 79.4 µm.
- The final worst-path setup slack is -0.0722 ns.
- Looking at the worst setup and hold paths, the clock pins of their registers show a slew of 0.07 ns.
- The area fraction in and, or, nand and nor cells is 0%.
- For reference, compound AND-OR and OR-AND cells occupy 0% of the area reported after synthesis.
- The TritonCTS clock tree reads yes.
- Of the total synthesized cell area, the portion taken by XOR and XNOR cells is 0%.
- The non-filler instance count after layout is 407.
- The final routed DRC violation total reads 0.
- The main logic family after synthesis reads multiplexers.
- The placed wire-length estimate reads 4720 µm.
- The distinct cell type count after synthesis reads 6.
- The wire length after detailed routing reads 6890 µm.
- The clock root buffer is clkbuf_8.
- The number of rows created at floorplan is 27.
- The share of the yosys chip area belonging to registers reads 59.3%.
- The slew at the pin closest to its max-slew limit is 0.193 ns.
- The count of maximum capacitance violations reads 0.
- The critical path endpoint category reads an output pin.
- The worst-case headroom to the max-slew limit reads 87.2%.
- Per the OpenROAD power report, leakage power amounts to 2.25 nW.
- The kind of critical path reads reg -> out.
- The first-pass iteration count of the detailed router reads 4.
- The final sum of negative setup slack reads -1.73 ns.
- The cell-internal power is 0.00538 W.
- Entering global routing, the biggest net connects 37 pins.
- The sum of buffers and inverters on the critical path is 1.
- The fraction of synthesized area in multiplexers reads 35.5%.
- In this run, the synthesized area fraction spent on adder and majority cells is recorded as 0%.
- The launch point of the worst path reads MEMWB_OutMemtoReg.
- Setup repair after global routing could not meet its margin everywhere.
- The dominant cell by count in the synthesized netlist is dfrtp_1.
- By area the synthesized netlist is led by dfrtp_1, mux2_4, buf_12, buf_6, mux2_2.
- Across the whole layout, storage elements account for 1780 µm².
- The number of failing setup endpoints in the final timing report is 68.
- By count the netlist is led by dfrtp_1, mux2_4, buf_12.
- Counting I/O delays and the setup requirement, the final critical path takes 1.07 ns.
- The worst supply voltage drop on vdd is 928 µV.
- The net switching share of the total power is 21.5%.
- The combined area of all synthesized cells is 2990 µm².
- Averaged over all synthesized cells, the footprint is 19.8 µm².
- The worst setup slack after placement is -0.0708 ns.
- The number of hold-slack violations in the final timing report is 0.
- The largest clock skew in the final design reads 0 ns.
- The largest single stage delay on the critical path is 0.40 ns.
- The final weighted congestion recorded by global placement is 0.753.
- Per the final layout report, the fraction of cells sized above drive strength 1 comes to 56.7%.
- The maximum clock frequency is 933 MHz.
- The power share of the clock group reads 31.9%.
- The H-tree was split into 3 levels.
- The area of the die reads 6300 µm².
- The cell family contributing the most delay on the critical path reads flip-flops.
- The global-route met2 utilization is 34.1%.
- The detailed router's first-iteration violation count reads 72.
- The global-route met1 utilization reads 38.0%.
- The net switching component of the power reads 0.00148 W.
- Per the detail_route report, routed wire per instance is 16.9 µm.
- The total placed cells including tap cells reads 368.
- The die is 79.4 µm wide.
[stage by stage]
| step | power, W | util, % | cell area (µm²) |
|---|---|---|---|
| after floorplan | 0.00390 | - | 3000 |
| after global placement | 0.00483 | 79.9 | 4510 |
| after detailed placement | 0.00487 | 79.9 | 4510 |
| after CTS | 0.00689 | 79.2 | 4470 |
| after global routing | 0.00719 | 80.1 | 4520 |
| final | 0.00686 | 80.1 | 4520 |
[worst paths after layout]
kind	endpoint	cells after the start	slack [ns]
max	MEMWB_OutMemtoReg	1	-0.07
min reg2reg	MEMWB_OutMemReadData[31]	1	0.51
max reg2reg	MEMWB_OutMemReadData[30]	2	0.10
max in group asynchronous	MEMWB_OutALUResult[22]	3	0.53
min in group clk0	MEMWB_OutMemReadData[0]	3	0.36
min	MEMWB_OutMemReadData[26]	3	0.28
[layout by cell type, fill, tap and decap left out]
cell type        count
buf_4               27
clkbuf_8            10
buf_6                1
clkdlybuf4s50_1     72
mux2_2               1
clkinv_2             3
mux2_4              70
buf_2               71
clkbuf_1             2
bufinv_16            1
clkinvlp_4           1
buf_12               5
dfrtp_1             71
[layer usage]
| metal | vias up | share of wire (%) |
|---|---|---|
| met3 | 12 | 9.9 |
| li1 | 881 | - |
| met5 | - | 0 |
| met4 | 0 | 2.2 |
| met1 | 919 | 43 |
| met2 | 95 | 45 |
[layout make-up]
class                           instances  share of cell area, %
Clock inverter                          4                  0.997
Timing Repair Buffer                  176                   30.8
Sequential cell                        71                   39.3
Multi-Input combinational cell         71                   23.5
Tap cell                               72                   1.99
Clock buffer                           12                   3.21
Inverter                                1                  0.166
[tightest hold or removal path: stages]
cell,delay [ns]
clkdlybuf4s50_1,0.44
clkinvlp_4,0.12
buf_12,0.21
[logic make-up (layout without fill, tap and decap cells)]
| logic type | Yosys count | count (layout) |
|---|---|---|
| multiplexers | 71 | 71 |
| flip-flops | 71 | 71 |
| buffers and inverters | 9 | 193 |
[what timing repair did]
item	CTS	global route
buffers inserted	17	8
endpoints found under the setup margin	71	73
gates resized	220	1
[power groups by stage]
stage         Combinational, W  Sequential (W)  Clock (W)
finish                 0.00136         0.00331    0.00218
CTS                    0.00134         0.00331    0.00224
global route           0.00147         0.00334    0.00237
[state kept, by name, summed over array words and instances (netlist names)]
name and count:
MEMWB_OutMemtoReg 1, MEMWB_OutRegWriteAdr 5, MEMWB_OutMemReadData 32, MEMWB_OutRegWrite 1, MEMWB_OutALUResult 32
Power figures rest on the tool's default switching activity, not on a simulated workload.
