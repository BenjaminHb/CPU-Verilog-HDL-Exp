--- config.mk ---
export PLATFORM = sky130hd
export DESIGN_NAME = EX_MEM
export DESIGN_NICKNAME = EX_MEM
export VERILOG_FILES = /design/flow/design.v
export SDC_FILE = /design/flow/constraint.sdc
export NUM_CORES = 4
export LEC_CHECK = 1
export CORE_UTILIZATION = 50
--- constraint.sdc ---
current_design EX_MEM

set clk_period 1.5
set clk_io_pct 0.2

create_clock -name clk0 -period $clk_period [get_ports {clk}]

set non_clock_inputs [all_inputs -no_clocks]
set_input_delay [expr $clk_period * $clk_io_pct] -clock clk0 $non_clock_inputs
set_output_delay [expr $clk_period * $clk_io_pct] -clock clk0 [all_outputs]
--- design.v ---
module EX_MEM (clk, rst, EXMEM_InALUResult, EXMEM_InRtData, EXMEM_InRegWriteAdr, 
				EXMEM_InMemWrite, EXMEM_InMemRead, 
				EXMEM_InMemtoReg, EXMEM_InRegWrite, 
				EXMEM_OutALUResult, EXMEM_OutRtData, EXMEM_OutRegWriteAdr, 
				EXMEM_OutMemWrite, EXMEM_OutMemRead, 
				EXMEM_OutMemtoReg, EXMEM_OutRegWrite, 
				EXMEM_WriteEn );
	input				clk;
	input				rst;
	input [31:0]		EXMEM_InALUResult;
	input [31:0]		EXMEM_InRtData;
	input [4:0]			EXMEM_InRegWriteAdr;
	input				EXMEM_InMemWrite;		 
	input				EXMEM_InMemRead;		 
	input				EXMEM_InMemtoReg;		 
	input				EXMEM_InRegWrite;		 
	input				EXMEM_WriteEn;
	output reg [31:0]	EXMEM_OutALUResult;
	output reg [31:0]	EXMEM_OutRtData;
	output reg [4:0]	EXMEM_OutRegWriteAdr;
	output reg			EXMEM_OutMemWrite;		 
	output reg			EXMEM_OutMemRead;		 
	output reg			EXMEM_OutMemtoReg;		 
	output reg			EXMEM_OutRegWrite;		 
	always @(posedge clk or posedge rst) begin
		if ( rst ) begin
			EXMEM_OutALUResult = 32'd0;
			EXMEM_OutRtData = 32'd0;
			EXMEM_OutRegWriteAdr = 5'd0;
			EXMEM_OutMemWrite = 1'd0;
			EXMEM_OutMemRead = 1'd0;
			EXMEM_OutMemtoReg = 1'd0;
			EXMEM_OutRegWrite = 1'd0;
		end	 
		else begin
			if ( EXMEM_WriteEn ) begin
				EXMEM_OutALUResult = EXMEM_InALUResult;
				EXMEM_OutRtData = EXMEM_InRtData;
				EXMEM_OutRegWriteAdr = EXMEM_InRegWriteAdr;
				EXMEM_OutMemWrite = EXMEM_InMemWrite;
				EXMEM_OutMemRead = EXMEM_InMemRead;
				EXMEM_OutMemtoReg = EXMEM_InMemtoReg;
				EXMEM_OutRegWrite = EXMEM_InRegWrite;
			end	 
		end	 
	end	 
endmodule
--- run.sh ---
#!/bin/bash
# OpenROAD 26Q1-2900-gdf79404cd8, Yosys 0.63+post, stock flow scripts
make -C /OpenROAD-flow-scripts/flow DESIGN_CONFIG=/design/flow/config.mk WORK_HOME=/design/flow/orfs finish
==> run_results.csv <==
group,metric,value,unit
clock_network,cts_buffers,9,
drt,wl_per_cell,16.92,um
drt,dr_wl_met2,3236,um
critical_path,cp-startpoint,"EXMEM_OutALUResult[30]",
synth,ys_area,0.003067,mm^2
layout,area_growth,66.75,%
clock_network,cts_buffer_depth,2,
global_route,grt_pass1_wl,10090,um
critical_path,critical_path.max_fanout,2,
layout,drive_above_1_share,36.86,%
synth,synth_cell_type_count,6,
drt,wl_met3,618,um
clock_network,cts_tree,"yes",
pwr,powerDensity,954.9,mW/mm^2
drt,highest_layer,"met4",
floorplanning,dieArea,0.006451,mm^2
layout,nFillCells,279,
synth,synth_flop_count,73,
critical_path,reg2reg_from,"EXMEM_OutRtData[10]",
critical_path,cp-start-kind,"flip-flop",
drt,antenna_cells,0,
placement,port_buffers,148,
outcome,status,"complete, no violations",
drt,drtAntennaViolNets,0,
floorplanning,dieHeight,80.32,um
sta,slew_headroom,85.40,%
global_route,overflow,0,
sta,holdWs,0.2507,ns
drt,vias,1982,
placement,place.gp.congestion,0.7476,
critical_path,r2r-end,"EXMEM_OutRtData[10]",
clock_network,clock-root-buffer,"clkbuf_8",
critical_path,required,1.20,ns
critical_path,crit_family,"buffers and inverters",
floorplanning,rows,28,
sta,period_needed,1.498,ns
global_route,grt_max_degree,39,
placement,dpl_cell_area,0.004592,mm^2
layout,final_cell_area,0.005114,mm^2
drt,wl_met1,3247,um
global_route,antenna_found_initial,0,
critical_path,max_stage_delay,0.50,ns
synth,yosysWarningCount,1,
global_route,grt_pass1_vias,2001,
drt,drt_iter0_markers,62,
drt,firstDrtPassIters,4,
pwr,vdd_drop_max,0.0006632,V
floorplanning,die_w,80.32,um
critical_path,slowest_stage,"clkdlybuf4s50_1",
critical_path,crit_path_end_kind,"output pin",
sta,fin_crit_sh,99.86,%
critical_path,cp_data_arrival_time,1.20,ns
floorplanning,core_area,0.005921,mm^2
clock_network,htreeDepth,3,
pwr,leakagePower,2.622,nW
clock_network,clkTransAtPathRegs,0.07,ns
synth,syn-instance-count,155,
clock_network,cts.sinks,73,
placement,hpwl,4630,um
pwr,p_total,4.883,mW
min_path,hold_class,"in -> async",
sta,setup_viol,0,
synth,syn_area_per_cell,19.79,um^2
clock_network,cts_hold_buf,0,
synth,synth_area,0.003067,mm^2
critical_path,crit_chain,"clkdlybuf4s50_1",
critical_path,critPathKind,"reg -> out",
critical_path,crit_buf_inv,1,
sta,skew,0,ns
drt,viasPerCell,4.664,
run,max_cap_violations,0,
clock_network,insertion_delay,0.33,ns
sta,slew_violations,0,
sta,tightest_slew,0.2190,ns
sta,hold_viol,0,
drt,routed_wl,7192,um
drt,drc,0,
floorplanning,initCoreUtil,51.80,%
run,warning_count,26,
critical_path,worstRegToRegCells,3,
synth,yosysCellCount,155,
critical_path,reg2reg_slack,0.47,ns
global_route,grt_usage,21.78,%
synth,ys_seq_share,59.57,%
floorplanning,io_pins,149,
sta,fmax,667.6,MHz
## through the flow
stage               instances  TNS, ns  util [%]  setup slack (ns)
floorplan                 155        0         -            0.3880
global placement          375        0     77.56            0.3593
detailed placement        375        0     77.56            0.3501
CTS                       395        0     81.26          0.004015
global route              425  -0.1961     86.37          -0.06543
finish                    425        0     86.37          0.002096
## area by class of cell
| cell class | instances | area (um^2) | area share (%) |
|---|---|---|---|
| Timing Repair Buffer | 187 | 1904 | 37.24 |
| Clock buffer | 11 | 141.4 | 2.765 |
| Inverter | 1 | 7.507 | 0.1468 |
| Sequential cell | 73 | 1827 | 35.72 |
| Tap cell | 75 | 93.84 | 1.835 |
| Clock inverter | 5 | 55.05 | 1.077 |
| Multi-Input combinational cell | 73 | 1085 | 21.21 |
## where the power goes
group / internal (mW) / total [mW] / leakage [nW] / switching [mW]
logic: 0.857 / 1.10 / 1.67 / 0.243
clock network: 0.808 / 1.50 / 0.0953 / 0.695
registers: 2.17 / 2.28 / 0.854 / 0.113
## registers in the layout, summed over array words and instances, names as in the netlist
name / flops
EXMEM_OutALUResult: 32
EXMEM_OutMemRead: 1
EXMEM_OutMemWrite: 1
EXMEM_OutMemtoReg: 1
EXMEM_OutRegWrite: 1
EXMEM_OutRegWriteAdr: 5
EXMEM_OutRtData: 32
## cells by family after synthesis
| group | Yosys count | synth area share [%] |
|---|---|---|
| mux | 73 | 35.37 |
| flops | 73 | 59.57 |
| buf+inv | 9 | 5.059 |
## routing by layer
| metal | global-route usage (%) | vias to the layer above |
|---|---|---|
| li1 | - | 918 |
| met1 | 34.86 | 966 |
| met2 | 30.68 | 90 |
| met3 | 6.920 | 8 |
| met4 | 5.000 | 0 |
| met5 | 0 | - |
## synthesized netlist by cell type
master    n  area, um^2
dfrtp_1  73        1827
inv_1     1       3.750
buf_6     1       11.26
buf_12    7       140.1
mux2_4   70        1051
mux2_2    3       33.78
## worst register-to-register path, delay by kind of cell (launching register included)
family	cells	cell delay, ns
flops	1	0.40
buf+inv	2	0.26
mux	1	0.26
## layout by cell type, fill, tap and decap left out
cell type,instances
buf_4,35
dlymetal6s2s_1,31
mux2_4,70
mux2_2,3
buf_12,5
clkdlybuf4s50_1,110
bufinv_16,1
clkinv_2,2
dlygate4sd2_1,6
dfrtp_1,73
clkinvlp_4,3
clkbuf_8,10
clkbuf_1,1
## what timing repair did
item	in CTS	in global routing
endpoints found under the setup margin	8	45
setup buffers	4	30
gates resized	6	31
## worst max path at each step
stage                   endpoint  cells past startpoint
6_report  EXMEM_OutALUResult[30]                      1
4_1_cts      EXMEM_OutRtData[28]                      1
5_1_grt   EXMEM_OutALUResult[30]                      1
Power figures rest on the tool's default switching activity, not on a simulated workload.
